### design/flow/config.mk
export PLATFORM = sky130hd
export DESIGN_NAME = CarsLights
export DESIGN_NICKNAME = CarsLights
export VERILOG_FILES = /design/flow/design.v
export SDC_FILE = /design/flow/constraint.sdc
export NUM_CORES = 4
export LEC_CHECK = 1
export CORE_AREA = 10 10 70 70
export DIE_AREA = 0 0 80 80
### design/flow/constraint.sdc
current_design CarsLights

set clk_period 1.7
set clk_io_pct 0.2

create_clock -name clk0 -period $clk_period [get_ports {clk}]

set non_clock_inputs [all_inputs -no_clocks]
set_input_delay [expr $clk_period * $clk_io_pct] -clock clk0 $non_clock_inputs
set_output_delay [expr $clk_period * $clk_io_pct] -clock clk0 [all_outputs]
### design/flow/design.v
module CarsLights(
input logic clk, input logic reset, 
input logic L, input logic R,
output logic LA, output logic LB, output logic LC,
output logic RA, output logic RB, output logic RC
);
	typedef enum logic [2:0] {S0, S1, S2, S3, S4, S5, S6} statetype;
	statetype state, nextstate;
	always_ff @(posedge clk, posedge reset)
		if (reset) state <= S0;
		else state <= nextstate;
	always_comb
		case (state)
		S0: if (L) nextstate = S1;
			else if (R) nextstate = S4;
			else nextstate = S0 ;
		S1: nextstate = S2;
		S2: nextstate = S3;
		S3: nextstate = S0;
		S4: nextstate = S5;
		S5: nextstate = S6;
		S6: nextstate = S0;
		default: nextstate = S0;
	endcase
	assign LA = (state == S3 | state == S2 | state == S1);
	assign LB = (state == S2 | state == S3); 
	assign LC = (state == S3); 
	assign RA = (state == S4 | state == S5 | state == S6);
	assign RB = (state == S5 | state == S6); 
	assign RC = (state == S6); 
endmodule	
### design/flow/run.sh
#!/bin/bash
# OpenROAD 26Q1-2900-gdf79404cd8, Yosys 0.63+post, stock flow scripts
make -C /OpenROAD-flow-scripts/flow DESIGN_CONFIG=/design/flow/config.mk WORK_HOME=/design/flow/orfs finish
==> flow_summary.ini <==
; implementation run metrics
[run_status]
status = finished, final reports clean

[final_timing]
finalSetupViolations = 0
fin_crit_sh = 0.962
drv_slew = 0
layout_min_cycle_time_ns = 1.64
tightest_slew_ns = 0.260
rsz0062_at_grt = no
finalHoldViolations = 0
setup_slack_ns = 0.0638
hold_ws_ns = 0.315
max_freq_mhz = 611
setup_tns_ns = 0
finalClockSkew_ns = 0.00617
maxSlewHeadroom = 0.826

[setup_path]
cp.required_ns = 1.36
critical_path_buf_inv_count = 1
crit_slowest_cell = dfrtp_1
r2r-start = state[0]
r2r-end = state[0]
crit_chain = or2_4, clkdlybuf4s50_1
critPathTopFamily = flip-flops
slowest_delay_ns = 0.41
cp-end-kind = primary output
critPathMaxFanout = 4
arrival_ns = 1.30
start_kind = register
ff2ff_setup_slack_ns = 0.76
r2r_cells = 2
worstSetupPathType = register to primary output

[flow_run]
cap_violations = 0
warning_count = 25

[grt]
grt_pass1_wl_um = 1000
antenna_found_initial = 0
overflow = 0
grt_max_degree = 8
grt_pass1_vias = 202
track_usage = 0.0212

[cts]
clockBufferDepth = 2
cts.sinks = 7
clkLatencyLatePin_ns = 0.25
cts-root-buf = clkbuf_4
clkTransAtPathRegs_ns = 0.05
post_cts_buffers = 0
numCtsBuffers = 3
cts_tree = built
holdBufCountCts = 0
htree_levels = 1

[logic_synthesis]
numSynthFlops = 7
synth_stat.cells = 16
yosys_area_um2 = 236
syn-cell-area_um2 = 236
yosys.stat.seqShare = 0.746
yosysUniqueCellTypes = 8
syn_inst = 16
yosysWarnings = 1
avgSynthCellArea_um2 = 14.8

[placed_design]
dpl.hpwl_um = 470
post-place-ws_ns = 0.155
dpl_cell_area_um2 = 384
io_buffers = 9
gpl.final_weighted_congestion = 0.666

[detailed_routing]
vias = 171
wl_per_cell_um = 7.93
drt-met1-wl_um = 228
drtIter0Drc = 5
top_layer = met3
dr.pass1.iters = 2
met2_length_um = 197
drcViolationCount = 0
viasPerCell = 2.28
met3WireLength_um = 169
ant_nets = 0
routed_wl_um = 595
insertedDiodeCount = 0

[final_layout]
drive_gt1_frac = 0.276
logic_area_um2 = 58.8
layout_top_cells = clkdlybuf4s50_1 (6), dfrtp_1 (6), or3_1 (3), clkbuf_4 (3), dlygate4sd2_1 (3)
top_register = state
fillCellCount = 400
seq_area_um2 = 176
largest_register_ffs = 7
area_growth_pct = 73.0
fin_area_um2 = 409
biggestRegsByFlops = state x7
finish.utilization = 0.120

[power]
power_leakage_uw = 0.000204
peakVddDrop_mv = 0.182
power_density_nw_per_um2 = 804

[die]
coreArea_um2 = 3420
floorplan.initialDensity = 0.0692
die.size.y_um = 80
pin_count = 10
die_w_um = 80
die_area_um2 = 6400
num_rows = 21

[worst_hold_path]
hold_path.class = input port to async pin
==> worst register-to-register path: cells and delay by family (launching register included) <==
family           cells  cell delay (ns)
and+or+nand+nor      2             0.35
DFF                  1             0.53
==> routing by layer <==
layer / vias to the layer above / global-route usage
li1: 81 / -
met1: 79 / 0.0223
met3: 0 / 0.0284
met5: - / 0
met4: 0 / 0.00352
met2: 11 / 0.0249
==> how the worst max path moves through the flow <==
stage	slack [ns]	end	startpoint	cells past startpoint
4_1_cts	0.03	RB	state[3]	2
6_report	0.06	RB	state[3]	2
5_1_grt	0.008	RA	state[3]	2
==> cell usage after synthesis <==
library cell / instances / area (µm²)
and2_2: 1 / 7.51
and3b_2: 1 / 10.0
dfrtp_1: 6 / 150
dfstp_2: 1 / 26.3
inv_1: 1 / 3.75
nor3b_1: 1 / 7.51
or2_2: 2 / 12.5
or3_1: 3 / 18.8
==> through the flow <==
step / total power [µW] / std cells
floorplan: 173 / 16
global route: 352 / 75
CTS: 333 / 75
detailed placement: 181 / 71
global placement: 180 / 71
finish: 329 / 75
==> cell type report <==
cell class                      instances  area share
Tap cell                               46       0.141
Inverter                                1     0.00917
Clock buffer                            4      0.0642
Timing Repair Buffer                    9       0.211
Multi-Input combinational cell          8       0.144
Sequential cell                         7       0.431
==> power breakdown <==
part / switching, µW / total (µW) / internal, µW
registers: 0 / 167 / 167
clock network: 61.3 / 151 / 89.6
logic: 4.64 / 11.1 / 6.45
==> logic make-up (layout without fill, tap and decap cells) <==
family | Yosys count | in the layout | share of synthesized area
buf+inv | 1 | 14 | 0.0159
flops | 7 | 7 | 0.746
simple gates | 8 | 8 | 0.238
==> repair_timing <==
action                                  4_1_cts  5_1_grt
resized                                       4        0
cloned                                        0        0
pin swaps                                     0        2
endpoints found under the setup margin        4        3
No activity file was given, so power comes from the tool's default toggle rates.
